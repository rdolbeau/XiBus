==> design/flow/design.v <==
module nubus_master 
  #(
    parameter WDT_W = 8
  )
  (
   input        nub_clkn,  
   input        nub_resetn,  
   input        nub_rqstn,  
   input        nub_startn,  
   input        nub_ackn,  
   input        arb_grant,  
   input        cpu_lock,  
   input        cpu_masterd,  
   output       mst_lockedn_o,  
   output       mst_arbdn_o,
   output       mst_busyn_o,
   output       mst_ownern_o,  
   output       mst_dtacyn_o,  
   output       mst_adrcyn_o,  
   output       mst_arbcyn_o,  
   output       mst_timeout_o
   );
   reg    locked, arbdn, busy, owner, dtacy, adrcy, arbcy;
   wire   timeout;
   assign mst_lockedn_o = ~locked;
   assign mst_arbdn_o = arbdn;
   assign mst_busyn_o = ~busy;
   assign mst_ownern_o = ~owner;
   assign mst_dtacyn_o = ~dtacy;
   assign mst_adrcyn_o = ~adrcy;
   assign mst_arbcyn_o = ~arbcy;
   assign mst_timeout_o = timeout;
   wire   clkn = nub_clkn;
   wire   reset = ~nub_resetn;
   wire   ack = ~nub_ackn | timeout;
   wire   start = ~nub_startn;
   wire   rqst = ~nub_rqstn;
   wire slv_master = 1;
   always @(posedge clkn or posedge reset) begin : proc_master
      if(reset) begin
	       arbcy 	<= 0;
	       adrcy 	<= 0;
	       dtacy 	<= 0;
	       owner 	<= 0;
	       busy 	<= 0;
	       arbdn 	<= 0;
	       locked <= 0;
      end else begin
	 arbcy  <= slv_master &
         cpu_masterd & ~owner & ~arbcy & ~adrcy & ~dtacy & ~rqst
		   | slv_master & arbcy & ~owner & ~reset
		   | slv_master & arbcy & locked & ~reset
		   ;
	 adrcy  <=   ~cpu_lock & ~owner & arbcy & arbdn & arb_grant & ~busy & ~start
		   | ~cpu_lock & ~owner & arbcy & arbdn & arb_grant &  busy * ack
		   | owner & locked & ~adrcy & ~dtacy & slv_master & ~reset
		   ;
	 dtacy  <= adrcy
		   | dtacy & ~ack & slv_master & ~reset
		   ;
	 owner  <=   arbcy & arbdn & arb_grant & ~busy & ~start
		   | arbcy & arbdn & arb_grant &  busy & ack
		   | owner & adrcy & slv_master & ~reset
		   | owner & dtacy & ~ack & slv_master & ~reset
		   | owner & locked & slv_master * ~reset
		   ;
	 busy   <= ~busy & start & ~ack
		   | busy & ~ack & ~reset
		   ;
	 arbdn  <= arbcy & ~start
		   ;
	 locked <=   cpu_lock & arbcy & arbdn & arb_grant & ~busy & ~start
		   | cpu_lock & arbcy & arbdn & arb_grant &  busy & ack
		   | locked & ~dtacy & slv_master & ~reset
		   | locked &  dtacy & ~ack & slv_master & ~reset
		   ;
      end
   end
   reg [WDT_W:0] wdt;
   always @(posedge clkn or posedge reset) begin : proc_wdt
      if(reset) begin
        wdt <= 0;
      end else begin
         if (dtacy) begin
            wdt = wdt + 1;
         end else begin
            wdt <= 0;
         end
      end
   end
   assign timeout = dtacy & wdt[WDT_W];
endmodule
==> design/flow/run.sh <==
#!/bin/bash
# OpenROAD 26Q1-2900-gdf79404cd8, Yosys 0.63+post, stock flow scripts
make -C /OpenROAD-flow-scripts/flow DESIGN_CONFIG=/design/flow/config.mk WORK_HOME=/design/flow/orfs finish
==> design/flow/config.mk <==
export PLATFORM = sky130hd
export DESIGN_NAME = nubus_master
export DESIGN_NICKNAME = nubus_master
export VERILOG_FILES = /design/flow/design.v
export SDC_FILE = /design/flow/constraint.sdc
export NUM_CORES = 4
export LEC_CHECK = 1
export CORE_AREA = 10 10 74 74
export DIE_AREA = 0 0 84 84
==> design/flow/constraint.sdc <==
current_design nubus_master

set clk_period 1.6
set clk_io_pct 0.2

create_clock -name clk0 -period $clk_period [get_ports {nub_clkn}]

set non_clock_inputs [all_inputs -no_clocks]
set_input_delay [expr $clk_period * $clk_io_pct] -clock clk0 $non_clock_inputs
set_output_delay [expr $clk_period * $clk_io_pct] -clock clk0 [all_outputs]
==> results_dict.tcl <==
# flow metrics
set metrics [dict create \
    ys.flops 16 \
    viasPerCell 4.34 \
    ys.flop_type "dfrtp_1" \
    regToRegSetupSlack_ns 0.25 \
    hold_path.class "input port to asynchronous set/reset pin" \
    die_h_um 84 \
    clockBufferDepth 2 \
    wl_mm 1.72 \
    tightestPinTransition_ns 0.399 \
    grt_pass1_vias 645 \
    cts.clk_slew.worst_paths_ns 0.06 \
    drt.antenna.violating_nets 0 \
    leakagePower_uw 0.000473 \
    synthTopCellsByCount "dfrtp_1, inv_1, nor2_1" \
    cap_violations 0 \
    crit_type "flip-flop to primary output" \
    grt_max_degree 14 \
    status "finished, final reports clean" \
    log.warning_count 25 \
    clock.latency.late_pin_ns 0.25 \
    antenna_found_initial 0 \
    synth-async-reset-ratio_pct 100 \
    cts_tree "yes" \
    track_usage_pct 4.39 \
    syn_inst 71 \
    vias 646 \
    synth_seq_share_pct 55.1 \
    topCellsByArea "dfrtp_1, inv_1, nor2_1, nand3_1, o21ai_0" \
    slew_viol_final 0 \
    top_cell "dfrtp_1" \
    power_frac_clock_pct 42.0 \
    power_frac_comb_pct 7.9 \
    die_area_um2 7060 \
    hold_slack_ns 0.362 \
    seqPwrFrac_pct 50.1 \
    slowest_delay_ns 0.45 \
    cell_internal_pwr_uw 673 \
    die_w_um 84 \
    path_delay_family "buffers and inverters" \
    crit_path_end_kind "primary output" \
    yosysTopAreaCellShare_pct 55.1 \
    rows 23 \
    numCtsBuffers 3 \
    path_buffers 2 \
    n_antenna_cell 0 \
    power.switching_uw 170 \
    synth-edff-count 0 \
    setup_viol_count_final 0 \
    cp.arrival_ns 1.24 \
    max_freq_mhz 641 \
    wl_per_cell_um 11.5 \
    crit_chain "nand2_4, inv_2, clkdlybuf4s50_1" \
    coreArea_um2 3970 \
    cp_max_fo 4 \
    globalRoute.totalOverflow 0 \
    skew_ns 0.00230 \
    period_needed_ns 1.56 \
    hpwl_mm 1.20 \
    yosys-stat-area_um2 727 \
    fill_cells 410 \
    power_density_nw_per_um2 785 \
    cts_max_level 1 \
    crit_cells 3 \
    ys_cells 71 \
    top_level_ports 16 \
    critPathLaunchType "flip-flop" \
    swShare_pct 20.2 \
    syn_area_um2 727 \
    synth.largest_area_cell "dfrtp_1" \
    cp_slowest_cell "clkdlybuf4s50_1" \
    hold_viol_final 0 \
    wl_met2_um 674 \
    met3_length_um 200 \
    layout-drive-gt1-share_pct 20.2 \
    ys_warn_count 1 \
    clock-sinks 16 \
    r2r_cells 4 \
    place_congestion 0.815 \
    drt_iter0_drc 67 \
    routed.top_layer "met4" \
    ys_types 28 \
    io_buffers 15 \
    syn_to_final_growth_pct 47.7 \
    initial_utilization_pct 18.3 \
    tns_ns 0 \
    grt_pass1_wl_mm 2.70 \
    cts_root_buf "clkbuf_8" \
    critPathRequiredTime_ns 1.28 \
    placed_cells 139 \
    peakVddDrop_v 0.000792 \
    relSlewSlack_pct 73.3 \
    synth_area_per_cell_um2 10.2 \
    route.detailed.drc 0 \
    period_used_pct 97.6 \
    drt_pass1_iterations 4 \
    met1Wirelength_um 818 \
    final_cells 149 \
]
==> area by class of cell <==
type	instances	area, um^2	share of cell area (%)
clock buffers	4	55.1	5.13
well taps	50	62.6	5.83
repair buffers	24	220	20.5
multi-input cells	45	297	27.6
inverters	10	37.5	3.50
flip-flops and latches	16	402	37.4
==> worst paths after layout <==
kind,startpoint,endpoint
max,dtacy,mst_timeout_o
min in group clk0,wdt[0],wdt[0]
max in group asynchronous,nub_resetn,dtacy
min,nub_resetn,arbdn
max reg2reg,wdt[0],wdt[6]
min reg2reg,wdt[0],wdt[0]
==> worst reg2reg max path, cell delays in order, from the launching register on <==
cell and delay [ns]:
dfrtp_1 0.40, ha_1 0.20, nand3_1 0.18, or3_1 0.35, a21oi_1 0.14
==> registers in the layout (all words and copies together) (netlist names) <==
name and cells:
dtacy 1, arbdn 1, locked 1, wdt 9
owner 1, adrcy 1, arbcy 1, busy 1
==> layout by cell type, fill, tap and decap left out, types with 2 or more instances in the layout <==
cell type        netlist  layout
o21ai_0                4       4
a21oi_1                3       3
clkdlybuf4s50_1        0      14
and2_1                 2       2
nand3_1                4       4
clkbuf_8               0       4
xnor2_1                2       2
or3_1                  3       3
inv_1                  9       8
nand2_1                4       3
dfrtp_1               16      15
buf_4                  0       9
nor2_1                 6       6
inv_2                  1       2
==> timing repair <==
action | 4_1_cts | 5_1_grt
setup buffers | 1 | 5
endpoints found under the setup margin | 1 | 3
pin swaps | 0 | 1
hold buffers | 0 | 0
gates resized | 2 | 3
==> per-layer routing <==
layer / vias to the layer above / GRT usage (%)
met4: 0 / 0.913
met1: 305 / 5.35
li1: 306 / -
met5: - / 0
met3: 5 / 3.05
met2: 30 / 6.20
==> kinds of logic after synthesis <==
group	share of synthesized area, %
mux	1.38
flops	55.1
compound gates	16.5
buf+inv	5.16
xor+xnor	3.62
fa+ha+maj	1.72
simple gates	16.5
==> power groups by stage <==
stage / registers (uW) / logic [uW] / clock network (uW)
CTS: 422 / 65.1 / 361
global route: 423 / 73.5 / 387
finish: 422 / 66.6 / 354
==> metrics by stage <==
stage                     util (%)  cell area [um^2]  worst slack (ns)  total power (uW)
after global routing          27.0              1070          -0.00378               883
after CTS                     25.9              1030            0.0282               848
final                         27.0              1070            0.0388               843
after floorplan                  -               727             0.405               439
after global placement        24.2               962             0.149               493
after detailed placement      24.2               962             0.148               493
Power is estimated from default activity; no workload was simulated.
