$ cat /design/flow/run.sh
#!/bin/bash
# OpenROAD 26Q1-2900-gdf79404cd8, Yosys 0.63+post, stock flow scripts
make -C /OpenROAD-flow-scripts/flow DESIGN_CONFIG=/design/flow/config.mk WORK_HOME=/design/flow/orfs finish
$ cat /design/flow/constraint.sdc
current_design nubus_slave

set clk_period 3.0
set clk_io_pct 0.2

create_clock -name clk0 -period $clk_period [get_ports {nub_clkn}]

set non_clock_inputs [all_inputs -no_clocks]
set_input_delay [expr $clk_period * $clk_io_pct] -clock clk0 $non_clock_inputs
set_output_delay [expr $clk_period * $clk_io_pct] -clock clk0 [all_outputs]
$ cat /design/flow/config.mk
export PLATFORM = sky130hd
export DESIGN_NAME = nubus_slave
export DESIGN_NICKNAME = nubus_slave
export VERILOG_FILES = /design/flow/design.v
export SDC_FILE = /design/flow/constraint.sdc
export NUM_CORES = 4
export LEC_CHECK = 1
export CORE_AREA = 10 10 102 102
export DIE_AREA = 0 0 112 112
$ cat /design/flow/design.v
module nubus_slave 
  #(
    parameter SIMPLE_MAP = 0,
    parameter unsigned SLOTS_ADDRESS  = 'hF, 
    parameter unsigned SUPERSLOTS_ADDRESS = 'h9 ,
    parameter LOCAL_SPACE_EXPOSED_TO_NUBUS = 1,
    parameter unsigned [3:0] LOCAL_SPACE_START = 0,
    parameter unsigned [3:0] LOCAL_SPACE_END = 5
    )
  (
   input                  nub_clkn,  
   input                  nub_resetn,  
   input unsigned [3:0]   nub_idn,  
   input unsigned [31:0]  nub_adn,
   input                  nub_startn,  
   input                  nub_ackn,  
   input                  nub_tm1n,  
   input                  nub_tm0n,  
   input                  mem_myslot,  
   input                  mem_ready,  
   input                  mst_timeout,  
   output                 slv_slave_o,  
   output                 slv_tm1n_o,
   output                 slv_tm0n_o,
   output                 slv_ackcyn_o,  
   output unsigned [31:0] slv_addr_o,
   output                 slv_stdslot_o,  
   output                 slv_super_o, 
   output                 slv_local_o,  
   output                 slv_myslotcy_o  
   );
   wire   clk = nub_clkn;
   wire   reset = ~nub_resetn;
   wire   start = ~nub_startn;
   wire   ack = ~nub_ackn;
   wire   tm1n = nub_tm1n;
   wire   tm0n = nub_tm0n;
   reg    slaven, myslotcy, tm1nl, tm0nl;
   wire   myslot;  
   wire   ackcy = mem_ready & myslotcy
                | mst_timeout & myslotcy;
   always @(posedge clk or posedge reset) begin : proc_slave
      if (reset) begin
	 slaven <= 1;
	 tm1nl <= 1;
         tm0nl <= 1;
         myslotcy <= 0;
      end else begin
	 slaven   <= reset
		     | slaven & ~start
		     | slaven & ack
		     | slaven & ~myslot
		     | ~slaven & ackcy
		     ;
	 tm1nl    <= reset
		     | tm1n & start & ~ack & myslot
		     | tm1nl & ~start
		     | tm1nl & ack  
		     | tm1nl & ~myslot
		     ;
         tm0nl    <= reset
		     | tm0n & start & ~ack & myslot
		     | tm0nl & ~start
		     | tm0nl & ack  
		     | tm0nl & ~myslot
		     ;
         myslotcy  <= myslot & start & ~ack 
                     | myslotcy & ~ack
                     ;
      end
   end
   assign slv_slave_o = ~slaven;
   assign slv_tm1n_o = tm1nl;
   assign slv_tm0n_o = tm0nl;
   assign slv_ackcyn_o = ~ackcy;
   assign slv_myslotcy_o = myslotcy;
   reg unsigned [31:0] addr;
   always @(negedge nub_clkn or posedge reset) begin : proc_ad_slave
      if (reset) begin
         addr <= 0;
      end else if (~nub_startn & nub_ackn) begin
         addr <= ~nub_adn;
      end
   end
   assign slv_addr_o = addr;
   wire [3:0] nub_id = ~nub_idn;
   wire std_slots_area = addr[31:28] == SLOTS_ADDRESS;
   wire std_super_area = addr[31:28] >= SUPERSLOTS_ADDRESS & ~std_slots_area;
   wire std_slot  = std_slots_area & nub_id == addr[27:24];
   wire std_super = std_super_area & nub_id == addr[31:28];
   wire std_local = LOCAL_SPACE_EXPOSED_TO_NUBUS
                  & addr[31:28] >= LOCAL_SPACE_START 
                  & addr[31:28] <= LOCAL_SPACE_END;
   wire simple_slot  = addr[31:28] == nub_id;
   assign myslot        = std_slot | std_super | std_local;
   assign slv_stdslot_o = SIMPLE_MAP ? simple_slot & myslotcy : std_slot & myslotcy;
   assign slv_super_o   = SIMPLE_MAP ? 0 : std_super & myslotcy;
   assign slv_local_o   = SIMPLE_MAP ? 0 : std_local & myslotcy;
endmodule
==> changes_impl.md <==
### Metrics

* Cell Type Count at 24
* Violated checks: negative setup slack
* Clk slew on worst S/H paths at 0.08 ns
* Starting DRT DRC Count at 24
* Tool warnings at 29
* Total die area at 12540 um^2
* CTS tree: done
* Worst min path class: input port to async pin
* Final Cell Area at 2868 um^2
* Vias per cell at 3.952
* Initial antenna violation count at 0
* WP data required at 2.40 ns
* Diode count at 0
* Leakage at 1.361 nW
* Most area-hungry cell type in the Yosys netlist: dfrtn_1
* Max H-tree Level at 2
* R2R depth at 7
* Sw frac at 25.15%
* Bufs and invs on worst path at 1
* I/O pin count at 85
* Final Hold Viols at 0
* Die span in x at 112 um
* R2R Path End: tm0nl$_DFF_PN1_
* CTS Buf Count at 5
* Yosys warning tally at 1
* Largest net degree at the start of global routing at 27
* Critical Path End Type: primary output
* Gpl congestion at 0.8038
* Status: complete, but fails checks
* PD cells at 461.7 nW/um^2
* Clock power frac at 27.0%
* Std cell rows at 33
* Unrepaired setup endpoints after global routing: yes
* Vias in the first global route at 1550
* WS Path Type: register to primary output
* Pins over their slew limit at 0
* Slew HR at 80.57%
* CP arrival at 3.11 ns
* Fillers at 816
* Root Buffer: clkbuf_8
* Combinational Power Share at 28.7%
* Seq/Total Area, Yosys at 62.60%
* Final setup vio count at 15
* Worst VDD drop at 0.1737 mV
* # clock sinks at 36
* CP Cell Sequence: xor2_1, nand2_1, or4_4, nor2_2, buf_2
* Post-Synthesis Cells at 140
* Yosys stat area at 1445 um^2
* HPWL Detailed at 3.720 mm
* Maxcap violations at 0
* Dpl cell area at 2577 um^2
* Post-Layout Cell Count at 372
* Flop and latch count out of synthesis at 36
* Flop-to-flop setup slack at -0.53 ns
* Mapped Area at 1445 um^2
* WL per Instance at 13.88 um
* DR pass1 iterations at 2
* Layout overhead on the synthesized area at 98.44%
* Port buffer count at 83
* Slew of the pin with the lowest slew margin at 0.2914 ns
* DRT Wirelength at 5.165 mm
* Power Internal at 0.9910 mW
* Via count at 1470
* Synth Area per Inst at 10.32 um^2
* Psw at 0.3330 mW
* Post-Route Skew at 0.006902 ns
* CP max-delay cell: dfrtn_1
* Cell total after placement at 342
* First-pass GRT wire length at 8.280 mm
* Core Util at FP at 17.59%
* Overall routing resource usage at 7.926%
* Sum of negative setup slack at -3.962 ns
* Hold_buf cts at 0
* Detail Route Antenna Nets at 0
* Share of layout cells above drive strength 1 at 36.70%
* Clock Tree Buf Depth at 2
* Gr ovfl total at 0
* DRC at 0
* Reg2reg start: addr[26]$_DFFE_NN0P_
* Max-area cell share at 55.41%
* Setup slack after layout at -0.7119 ns
* CP top delay family: simple AND/OR/NAND/NOR gates
* Startpoint Class: register
* Post-synth area hogs: dfrtn_1 (55%), o21ai_0 (12%), nand2_1 (8.6%)
* Core Box Area at 8217 um^2
* Yosys Instances at 140
* Critical Path Fanout Max at 2
* Critical Path Max Stage Delay at 0.44 ns
* Hold Worst Slack at 0.1897 ns
* Clock latency (worst-skew pair) at 0.29 ns
* Die Span Y at 112 um
* Share of power burned in registers at 44.4%
-- cells by family (layout without fill, tap and decap cells) --
logic type	after synthesis	after routing	synth area share [%]
and+or+nand+nor	43	43	12.90
DFF	36	36	62.60
xor gates and xnor gates	6	6	3.637
muxes	1	1	0.6927
buffers and inverters	10	137	2.598
AOI/OAI and AO/OA	44	44	17.58
-- registers in the layout (all words and copies together) (netlist names) --
name,count
slaven,1
tm0nl,1
myslotcy,1
addr,32
tm1nl,1
-- through the flow --
stage                     utilization [%]  setup slack, ns  power [mW]
final                               34.90          -0.7119       1.324
after global routing                34.90          -0.7648       1.419
after CTS                           35.69          -0.8139       1.359
after detailed placement            31.37          -0.7206      0.9295
after global placement              31.37          -0.7086      0.9282
after floorplan                         -          -0.2403      0.6654
-- Yosys cell counts --
master,instances
a21o_2,1
dfstp_2,3
nand2_1,33
nand4_1,1
inv_1,3
dfrtp_1,1
or2b_2,1
xnor2_1,3
o21a_1,1
a21o_1,1
nor4_1,1
xor2_1,3
a21oi_1,1
dfrtn_1,32
clkbuf_1,7
o41a_2,1
or4_4,1
mux2i_1,1
nor2_1,4
o211a_1,2
o21ai_0,35
nand3b_1,1
a211o_1,2
or4_1,1
-- final cells by class --
| cell class | instances | area [um^2] | area share (%) |
|---|---|---|---|
| Inverter | 3 | 11.26 | 0.3927 |
| Clock buffer | 6 | 82.58 | 2.880 |
| Timing Repair Buffer | 126 | 1192 | 41.58 |
| Tap cell | 105 | 131.4 | 4.581 |
| Sequential cell | 36 | 904.6 | 31.54 |
| Multi-Input combinational cell | 94 | 535.5 | 18.67 |
| Clock inverter | 2 | 10.01 | 0.3490 |
-- worst max-delay path by stage --
stage | startpoint | to | slack, ns | depth (start not counted)
4_1_cts | addr[26]$_DFFE_NN0P_ | slv_stdslot_o | -0.81 | 5
5_1_grt | addr[27]$_DFFE_NN0P_ | slv_stdslot_o | -0.76 | 5
6_report | addr[26]$_DFFE_NN0P_ | slv_stdslot_o | -0.71 | 5
-- placed cells by master (no fill, tap or decap), types with 4 or more instances in the layout --
master	count
clkdlybuf4s50_1	45
buf_4	22
buf_2	9
nand2_1	33
clkbuf_2	19
dfrtn_1	32
clkbuf_8	6
buf_12	4
buf_6	21
o21ai_0	31
-- worst register-to-register path: stages (launching register included) --
cell and delay [ns]:
dfrtn_1 0.44, xor2_1 0.16, nand2_1 0.10, buf_4 0.14, buf_4 0.12, o41a_2 0.53, o211a_1 0.22, a211o_1 0.26
-- metal layers --
| layer | share of wire [%] | GRT usage (%) | vias to the layer above |
|---|---|---|---|
| met3 | 7.1 | 2.932 | 3 |
| met5 | 0 | 0 | - |
| met2 | 49 | 13.09 | 49 |
| li1 | - | - | 726 |
| met1 | 44 | 10.11 | 692 |
| met4 | 0.56 | 0.6768 | 0 |
-- repair_timing --
item / CTS / global route
pin swaps: 13 / 6
setup endpoints to repair: 71 / 34
resized: 116 / 27
gates cloned: 3 / 0
buffers inserted: 16 / 13
-- power groups by stage --
stage,registers [mW],clock network [mW],logic [mW]
global route,0.595,0.403,0.421
finish,0.588,0.357,0.380
CTS,0.587,0.378,0.394
No activity file was given, so power comes from the tool's default toggle rates.
