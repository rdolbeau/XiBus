==> /design/flow/design.v <==
module nubus_driver
  (
   input       slv_ackcyn,  
   input       mst_arbcyn,  
   input       mst_adrcyn,  
   input       mst_dtacyn,  
   input       mst_ownern,  
   input       mst_lockedn,  
   input       mst_tm1n,  
   input       mst_tm0n,  
   input       mst_timeout, 
   input [1:0] mis_errorn,
   output      nub_tm0n_o,  
   output      nub_tm1n_o,  
   output      nub_ackn_o,  
   output      nub_startn_o,  
   output      nub_rqstn_o,  
   output      nub_rqstoen_o,  
   output      drv_tmoen_o,  
   output      drv_mstdn_o  
   );
   wire   tm0, tm1, tmoe, ack, rqstoe, mstdn;
   wire   ackcy = ~slv_ackcyn | mst_timeout;
   wire   arbcy = ~mst_arbcyn;
   wire   adrcy = ~mst_adrcyn;
   wire   dtacy = ~mst_dtacyn;
   wire   owner = ~mst_ownern;
   wire   locked = ~mst_lockedn;
   wire   error0n = mis_errorn[0];
   wire   error1n = mis_errorn[1];
   wire   tm1n = mst_tm1n;
   wire   tm0n = mst_tm0n;
   assign drv_tmoen_o  = ~tmoe;
   assign nub_tm0n_o   = tmoe  ? ~tm0 : 'bZ;
   assign nub_tm1n_o   = tmoe  ? ~tm1 : 'bZ;
   assign nub_ackn_o   = tmoe  ? ~ack : 'bZ;
   assign nub_startn_o = owner ? dtacy : 'bZ;
   assign nub_rqstn_o  = rqstoe  ?  0 : 'bZ;
   assign drv_mstdn_o  = mstdn;
   assign rqstoen_o    = ~rqstoe;
   assign rqstoe  = arbcy & ~adrcy
                    | arbcy & locked
		    ;
   assign tmoe    = ackcy
		    | owner & arbcy & ~dtacy
                    ;
   assign ack     = ackcy
	            | owner & ~adrcy
	            ;
   assign tm1      =   ackcy & ~error1n
		     | owner & adrcy & ~tm1n
		     | owner & ~adrcy & ~locked & ~ackcy 
                     ;
   assign tm0      =   ackcy & ~error0n
		     | owner & adrcy & ~tm0n
		     | owner & ~adrcy & ~ackcy
		     ;
   assign mstdn    = owner & ~locked & dtacy * ack
               	     | owner & ~locked & arbcy & ~adrcy & dtacy 
               	     ;
endmodule
==> /design/flow/run.sh <==
#!/bin/bash
# OpenROAD 26Q1-2900-gdf79404cd8, Yosys 0.63+post, stock flow scripts
make -C /OpenROAD-flow-scripts/flow DESIGN_CONFIG=/design/flow/config.mk WORK_HOME=/design/flow/orfs finish
==> /design/flow/config.mk <==
export PLATFORM = sky130hd
export DESIGN_NAME = nubus_driver
export DESIGN_NICKNAME = nubus_driver
export VERILOG_FILES = /design/flow/design.v
export SDC_FILE = /design/flow/constraint.sdc
export NUM_CORES = 4
export LEC_CHECK = 1
export CORE_AREA = 10 10 70 70
export DIE_AREA = 0 0 80 80
==> /design/flow/constraint.sdc <==
current_design nubus_driver

set clk_period 1.0
set clk_io_pct 0.2

create_clock -name clk0 -period $clk_period

set non_clock_inputs [all_inputs -no_clocks]
set_input_delay [expr $clk_period * $clk_io_pct] -clock clk0 $non_clock_inputs
set_output_delay [expr $clk_period * $clk_io_pct] -clock clk0 [all_outputs]
==> flow_metrics.py <==
# Synthesis and PnR figures
metrics = {
    "placement": {
        "place_inst": 80,
        "routabilityCongestion": 0.776,
        "dpl.hpwl_um": 612,
        "port_buffers": 17,
    },
    "power_and_ir_drop": {
        "comb_power_share_pct": 100.0,
        "p_switching_w": 0.0000355,
        "clockPowerShare_pct": 0,
        "switching_share_pct": 35.4,
        "p_leak_nw": 0.152,
        "vdd_drop_max_uv": 35.4,
        "power.internal_w": 0.0000648,
        "seqPwrFrac_pct": 0,
        "powerDensity_mw_per_mm2": 294,
    },
    "yosys": {
        "synth_top_area_share_pct": 13.0,
        "area_leaders": "buf_4 13%, and3_4 9.8%, o2111a_1 9.8%",
        "yosys_warnings": 7,
        "ys_cells": 17,
        "yosys_area_sq_um": 115,
        "top_area_cell": "buf_4",
        "syn_area_per_cell_sq_um": 6.77,
        "syn_inst": 17,
        "synth_area_sq_um": 115,
        "synth_cell_types": 13,
        "synthTopCellsByCount": "2 x a21oi_1, 2 x buf_4, 2 x inv_1, 2 x nor2_1",
        "ys_seq_share_pct": 0,
    },
    "hold_path": {
        "min_path_type": "primary input to primary output",
        "worstHoldPathCells": 4,
    },
    "flow_run": {
        "openroad.warnings": 34,
        "drv_cap": 0,
    },
    "final_layout": {
        "drive_above_1_share_pct": 51.4,
        "syn2layout_area_growth_pct": 197,
        "seq_cell_count": 0,
        "seq_area_sq_um": 0,
        "layout.cells.non_filler": 81,
        "fin_util_pct": 10.0,
        "nClkBuffers": 0,
    },
    "global_routing": {
        "grt_pass1_wl_um": 952,
        "antenna_found_initial": 0,
        "grt_max_degree": 6,
        "grt_pass1_vias": 183,
        "grt_overflow": 0,
        "grtUsageTotal_pct": 1.85,
    },
    "final_timing": {
        "finalCriticalPeriod_ps": 1110,
        "rsz0062_at_grt": "true",
        "setup_viol": 2,
        "fmax_ghz": 0.902,
        "worst_slack_ps": -109,
        "finalMaxSlewViolations": 0,
        "whs_ps": 704,
        "hold_violations": 0,
        "finalCritPeriodShare_pct": 111,
        "setup-tns-final_ps": -198,
    },
    "critical_path": {
        "cp.arrival_ps": 910,
        "crit_end": "nub_tm1n_o",
        "critPathKind": "primary input to primary output",
        "crit_path_start_kind": "primary input",
        "critical_path.max_fanout": 3,
        "crit_required_ps": 800,
        "setup.worst_path.start": "mst_timeout",
        "cp-end-kind": "primary output",
    },
    "die": {
        "die_area_sq_mm": 0.00640,
        "placementRows": 21,
        "chipWidth_um": 80,
        "die_y_um": 80,
        "io_pins": 19,
        "initCoreUtil_pct": 3.37,
        "core_region_area_sq_mm": 0.00342,
    },
    "routing": {
        "drtAntennaViolNets": 0,
        "firstDrtPassIters": 1,
        "first_iter_violations": 0,
        "routed_wl_um": 659,
        "viasPerCell": 2.32,
        "drcViolationCount": 0,
        "diodes": 0,
        "wl_per_cell_um": 8.14,
        "vias": 188,
    },
    "status": {
        "failed_checks": "negative setup slack",
        "status": "complete, but fails checks",
    },
    "clocking": {
        "holdBufCountCts": 0,
    },
}
## per-stage QoR
stage | total power [W] | worst slack, ps | cell area (sq um)
final | 0.000100 | -109 | 342
after global routing | 0.000113 | -146 | 342
after CTS | 0.0000987 | -122 | 335
after detailed placement | 0.000111 | -858 | 339
after global placement | 0.000112 | -855 | 339
after floorplan | 0.0000294 | 142 | 119
## metal layers
layer	vias to the layer above	wire (um)	GRT usage, %
li1	94	-	-
met1	79	266	2.24
met2	15	226	2.41
met3	0	165	1.82
met4	0	0	0
met5	-	0	0
## cells by family (layout without fill, tap and decap cells)
kind of cell,after synthesis,after routing,synth area share (%)
AOI/OAI and AO/OA,5,5,33.7
buffers and inverters,4,21,19.6
other,1,2,3.26
and+or+nand+nor,7,7,43.5
## final cells by class
class	instances	area [sq um]
inverters	2	7.51
repair buffers	19	154
well taps	46	57.6
multi-input cells	14	123
fillers	404	3070
## placed cells by master, fill, tap and decap left out
master / synthesis / routed
nor2_1: 2 / 2
buf_2: 0 / 5
inv_1: 2 / 1
conb_1: 1 / 2
and3_4: 1 / 1
nand2b_4: 0 / 1
inv_2: 0 / 1
buf_6: 0 / 3
buf_4: 2 / 2
o2111a_1: 1 / 1
dlygate4sd2_1: 0 / 8
clkdlybuf4s15_1: 0 / 1
nor3_4: 0 / 1
a21oi_1: 2 / 2
and2b_4: 1 / 1
o32ai_2: 0 / 1
nor3_2: 1 / 1
a21oi_2: 1 / 1
## repair_timing
| item | in CTS | in global routing |
|---|---|---|
| pin swaps | 7 | 1 |
| endpoints found under the hold margin | 0 | 0 |
| gates resized | 46 | 1 |
| endpoints found under the setup margin | 6 | 3 |
| setup buffers | 1 | 0 |
## worst max-delay path, stage by stage
cell,delay [ps]
buf_6,90
and2b_4,250
and3_4,200
a21oi_2,50
buf_2,120
## worst min path at each step
stage                 slack (ps)        from     endpoint
after CTS                    710  slv_ackcyn  drv_tmoen_o
after global routing         730  slv_ackcyn  drv_tmoen_o
final                        700  slv_ackcyn  drv_tmoen_o
## power groups by stage
stage	logic, W	clock network, W	registers (W)
after CTS	0.0000987	0	0
after global routing	0.000113	0	0
final	0.000100	0	0
Power and IR drop assume default switching activity.
